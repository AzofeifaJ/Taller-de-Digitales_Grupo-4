<file path="design/flow/design.v">
`timescale 1ns / 1ps
module top1(
    input clk,  
    input resetn,
    output ser_tx,
    input ser_rx,
    output lcd_resetn,
    output lcd_clk,
    output lcd_cs,
    output lcd_rs,
    output lcd_data
);
    localparam MAX_CMDS = 69;
    wire [8:0] init_cmd[MAX_CMDS:0];
    assign init_cmd[ 0] = 9'h036;
    assign init_cmd[ 1] = 9'h170;
    assign init_cmd[ 2] = 9'h03A;
    assign init_cmd[ 3] = 9'h105;
    assign init_cmd[ 4] = 9'h0B2;
    assign init_cmd[ 5] = 9'h10C;
    assign init_cmd[ 6] = 9'h10C;
    assign init_cmd[ 7] = 9'h100;
    assign init_cmd[ 8] = 9'h133;
    assign init_cmd[ 9] = 9'h133;
    assign init_cmd[10] = 9'h0B7;
    assign init_cmd[11] = 9'h135;
    assign init_cmd[12] = 9'h0BB;
    assign init_cmd[13] = 9'h119;
    assign init_cmd[14] = 9'h0C0;
    assign init_cmd[15] = 9'h12C;
    assign init_cmd[16] = 9'h0C2;
    assign init_cmd[17] = 9'h101;
    assign init_cmd[18] = 9'h0C3;
    assign init_cmd[19] = 9'h112;
    assign init_cmd[20] = 9'h0C4;
    assign init_cmd[21] = 9'h120;
    assign init_cmd[22] = 9'h0C6;
    assign init_cmd[23] = 9'h10F;
    assign init_cmd[24] = 9'h0D0;
    assign init_cmd[25] = 9'h1A4;
    assign init_cmd[26] = 9'h1A1;
    assign init_cmd[27] = 9'h0E0;
    assign init_cmd[28] = 9'h1D0;
    assign init_cmd[29] = 9'h104;
    assign init_cmd[30] = 9'h10D;
    assign init_cmd[31] = 9'h111;
    assign init_cmd[32] = 9'h113;
    assign init_cmd[33] = 9'h12B;
    assign init_cmd[34] = 9'h13F;
    assign init_cmd[35] = 9'h154;
    assign init_cmd[36] = 9'h14C;
    assign init_cmd[37] = 9'h118;
    assign init_cmd[38] = 9'h10D;
    assign init_cmd[39] = 9'h10B;
    assign init_cmd[40] = 9'h11F;
    assign init_cmd[41] = 9'h123;
    assign init_cmd[42] = 9'h0E1;
    assign init_cmd[43] = 9'h1D0;
    assign init_cmd[44] = 9'h104;
    assign init_cmd[45] = 9'h10C;
    assign init_cmd[46] = 9'h111;
    assign init_cmd[47] = 9'h113;
    assign init_cmd[48] = 9'h12C;
    assign init_cmd[49] = 9'h13F;
    assign init_cmd[50] = 9'h144;
    assign init_cmd[51] = 9'h151;
    assign init_cmd[52] = 9'h12F;
    assign init_cmd[53] = 9'h11F;
    assign init_cmd[54] = 9'h11F;
    assign init_cmd[55] = 9'h120;
    assign init_cmd[56] = 9'h123;
    assign init_cmd[57] = 9'h021;
    assign init_cmd[58] = 9'h029;
    assign init_cmd[59] = 9'h02A;  
    assign init_cmd[60] = 9'h100;
    assign init_cmd[61] = 9'h128;
    assign init_cmd[62] = 9'h101;
    assign init_cmd[63] = 9'h117;
    assign init_cmd[64] = 9'h02B;  
    assign init_cmd[65] = 9'h100;
    assign init_cmd[66] = 9'h135;
    assign init_cmd[67] = 9'h100;
    assign init_cmd[68] = 9'h1BB;
    assign init_cmd[69] = 9'h02C;  
    localparam INIT_RESET   = 4'b0000;  
    localparam INIT_PREPARE = 4'b0001;  
    localparam INIT_WAKEUP  = 4'b0010;  
    localparam INIT_SNOOZE  = 4'b0011;  
    localparam INIT_WORKING = 4'b0100;  
    localparam INIT_DONE    = 4'b0101;  
        localparam CNT_100MS = 32'd27;
        localparam CNT_120MS = 32'd32;
        localparam CNT_200MS = 32'd54;
    reg [3:0] init_state;
    reg [6:0] cmd_index;
    reg [31:0] clk_cnt;
    reg [4:0] bit_loop;
    reg [15:0] pixel_cnt;
    reg lcd_cs_r;
    reg lcd_rs_r;
    reg lcd_reset_r;
    reg [7:0] spi_data;
    assign lcd_resetn = lcd_reset_r;
    assign lcd_clk    = ~clk;
    assign lcd_cs     = lcd_cs_r;
    assign lcd_rs     = lcd_rs_r;
    assign lcd_data   = spi_data[7];  
    wire [15:0] pixel = (pixel_cnt >= 21600) ? 16'hF800 :
                        (pixel_cnt >= 10800) ? 16'h07E0 : 16'h001F;
    always @(posedge clk or negedge resetn) begin
        if (~resetn) begin
            clk_cnt <= 0;
            cmd_index <= 0;
            init_state <= INIT_RESET;
            lcd_cs_r <= 1;
            lcd_rs_r <= 1;
            lcd_reset_r <= 0;
            spi_data <= 8'hFF;
            bit_loop <= 0;
            pixel_cnt <= 0;
        end else begin
            case (init_state)
                INIT_RESET : begin
                    if (clk_cnt == CNT_100MS) begin
                        clk_cnt <= 0;
                        init_state <= INIT_PREPARE;
                        lcd_reset_r <= 1;
                    end else begin
                        clk_cnt <= clk_cnt + 1;
                    end
                end
                INIT_PREPARE : begin
                    if (clk_cnt == CNT_200MS) begin
                        clk_cnt <= 0;
                        init_state <= INIT_WAKEUP;
                    end else begin
                        clk_cnt <= clk_cnt + 1;
                    end
                end
                INIT_WAKEUP : begin
                    if (bit_loop == 0) begin
                        lcd_cs_r <= 0;
                        lcd_rs_r <= 0;
                        spi_data <= 8'h11;  
                        bit_loop <= bit_loop + 1;
                    end else if (bit_loop == 8) begin
                        lcd_cs_r <= 1;
                        lcd_rs_r <= 1;
                        bit_loop <= 0;
                        init_state <= INIT_SNOOZE;
                    end else begin
                        spi_data <= {spi_data[6:0], 1'b1};
                        bit_loop <= bit_loop + 1;
                    end
                end
                INIT_SNOOZE : begin
                    if (clk_cnt == CNT_120MS) begin
                        clk_cnt <= 0;
                        init_state <= INIT_WORKING;
                    end else begin
                        clk_cnt <= clk_cnt + 1;
                    end
                end
                INIT_WORKING : begin
                    if (cmd_index < MAX_CMDS) begin
                        if (bit_loop == 0) begin
                            lcd_cs_r <= 0;
                            lcd_rs_r <= 0;
                            spi_data <= init_cmd[cmd_index][8:1];
                            bit_loop <= bit_loop + 1;
                        end else if (bit_loop == 8) begin
                            lcd_cs_r <= 1;
                            lcd_rs_r <= 1;
                            bit_loop <= 0;
                            cmd_index <= cmd_index + 1;
                        end else begin
                            spi_data <= {spi_data[6:0], 1'b1};
                            bit_loop <= bit_loop + 1;
                        end
                    end else begin
                        init_state <= INIT_DONE;
                    end
                end
                INIT_DONE : begin
                end
                default : begin
                    init_state <= INIT_RESET;
                end
            endcase
        end
    end
endmodule
</file>
<file path="design/flow/run.sh">
#!/bin/bash
# OpenROAD 26Q1-2900-gdf79404cd8, Yosys 0.63+post, stock flow scripts
make -C /OpenROAD-flow-scripts/flow DESIGN_CONFIG=/design/flow/config.mk WORK_HOME=/design/flow/orfs finish
</file>
<file path="design/flow/config.mk">
export PLATFORM = sky130hd
export DESIGN_NAME = top1
export DESIGN_NICKNAME = top1
export VERILOG_FILES = /design/flow/design.v
export SDC_FILE = /design/flow/constraint.sdc
export NUM_CORES = 4
export LEC_CHECK = 1
export CORE_UTILIZATION = 30
</file>
<file path="design/flow/constraint.sdc">
current_design top1

set clk_period 5.1
set clk_io_pct 0.2

create_clock -name clk0 -period $clk_period [get_ports {clk}]

set non_clock_inputs [all_inputs -no_clocks]
set_input_delay [expr $clk_period * $clk_io_pct] -clock clk0 $non_clock_inputs
set_output_delay [expr $clk_period * $clk_io_pct] -clock clk0 [all_outputs]
</file>
==> flow_metrics.env <==
# source this file to load flow results
export IMPL_hold_buffers=0
export IMPL_gp_congestion=0.9272
export IMPL_clock_latency_ns=0.33
export IMPL_yosys_stat_seqShare_pct=35.89
export IMPL_rows=42
export IMPL_min_delay_path_depth=1
export IMPL_drt_wl_total_um=9818
export IMPL_drive_gt1_share_pct=11.89
export IMPL_aoi_share_pct=17.07
export IMPL_async_reset_ff_share_pct=100.0
export IMPL_rrSetupSlack_ns=2.31
export IMPL_grt_max_degree=61
export IMPL_port_buffers=6
export IMPL_grt_pass1_wl_um=17240
export IMPL_grt_usage_pct=14.89
export IMPL_slew_viol_final=0
export IMPL_clockBufferDepth=2
export IMPL_drc=0
export IMPL_cts_tree="done"
export IMPL_min_from="lcd_reset_r"
export IMPL_antenna_found_initial=0
export IMPL_dpl_instance_area_um2=4348
export IMPL_syn_area_um2=4222
export IMPL_cp_max_fo=10
export IMPL_drt_met1_wl_um=4505
export IMPL_hpwl_um=6630
export IMPL_adder_share_pct=2.667
export IMPL_synth_main_ff_cell="dfrtp_1"
export IMPL_cap_violations=0
export IMPL_grt_pass1_vias=3484
export IMPL_numCtsBuffers=9
export IMPL_cts_max_level=3
export IMPL_yosysCellCount=474
export IMPL_lay_top_cells="dfrtp_1, nand2_1, nor2_1"
export IMPL_worstMarginPinSlew_ns=0.9587
export IMPL_wl_per_cell_um=15.17
export IMPL_edf_count=0
export IMPL_slew_headroom_pct=35.81
export IMPL_avgSynthCellArea_um2=8.906
export IMPL_endpoint_kind="primary output"
export IMPL_r2r_cells=8
export IMPL_clock_skew_ns=0.008834
export IMPL_syn2layout_area_growth_pct=10.76
export IMPL_hold_path_class="flip-flop to flip-flop"
export IMPL_crit_required_ns=4.08
export IMPL_die_w_um=120.6
export IMPL_final_common_cell="dfrtp_1"
export IMPL_ys_sh_simple_pct=29.22
export IMPL_fp_utilization_pct=31.26
export IMPL_worst_setup_path_type="clock port to primary output"
export IMPL_wl_met3_um=609
export IMPL_synth_flops=60
export IMPL_logic_family="simple AND/OR/NAND/NOR gates"
export IMPL_drt_iter0_markers=465
export IMPL_leakage_nw=1.913
export IMPL_arrival_ns=3.37
export IMPL_hold_viol=0
export IMPL_drt_pass1_iter_count=5
export IMPL_io_pins=9
export IMPL_core_area_um2=13510
export IMPL_root_buffer="clkbuf_16"
export IMPL_mux_area_share_pct=1.541
export IMPL_yosysWarnings=2
export IMPL_wl_met2_um=4462
export IMPL_highest_layer="met4"
export IMPL_n_antenna_cell=0
export IMPL_whs_endpoint="lcd_reset_r"
export IMPL_finalSetupTns_ns=0
export IMPL_rsz0062_at_grt="no"
export IMPL_yosysUniqueCellTypes=79
export IMPL_setup_viol=0
export IMPL_path_clk_slew_ns=0.06
export IMPL_grt_overflow_total=0
export IMPL_vias=3621
export IMPL_dieArea_um2=14550
export IMPL_fp_dieH_um=120.6
export IMPL_rr_startpoint="cmd_index[0]"
export IMPL_powerDensity_nw_per_um2=249.9
export IMPL_ys_sh_xor_pct=7.854
export IMPL_vias_per_cell=5.597
export IMPL_r2r_end="spi_data[0]"
export IMPL_cts_resized=0
export IMPL_syn_inst=474
export IMPL_startpoint_type="clock port"
export IMPL_tool_warnings=34
export IMPL_ir_drop_mv=0.2527
export IMPL_post_cts_buffers=0
export IMPL_final_antenna_net_count=0
export IMPL_finalPower_mw=1.168
export IMPL_design_area_um2=4676
export IMPL_ys_chip_area_um2=4222
export IMPL_run_status="finished clean"
[worst max path at each step]
stage | to | cells past startpoint | from
final | lcd_clk | 4 | clk
after global routing | lcd_clk | 4 | clk
after CTS | lcd_clk | 4 | clk
[sequential cells by signal, indices dropped and copies added, names as in the netlist]
name,cells
lcd_rs_r,1
lcd_cs_r,1
spi_data,8
cmd_index,7
lcd_reset_r,1
init_state,5
bit_loop,5
clk_cnt,32
[cell type report]
cell class | count | area (um^2)
fill | 1328 | 8830
multi-input combinational | 371 | 2467
sequential | 60 | 1515
clock buffer | 14 | 270.3
tap | 176 | 220.2
timing repair buffer | 11 | 90.09
clock inverter | 4 | 71.32
inverter | 11 | 41.29
[power breakdown]
group | internal (mW) | leakage, nW | switching, mW
combinational | 0.000762 | 0.949 | 0.00870
clock | 0.468 | 0.165 | 0.214
sequential | 0.477 | 0.798 | 0
[through the flow]
stage	worst slack (ns)	utilization, %	hold slack [ns]	cells
floorplan	1.517	-	0.4084	474
global placement	1.067	32.19	0.4473	631
detailed placement	1.067	32.19	0.4608	631
CTS	0.6915	34.62	0.4750	647
global route	0.6752	34.62	0.4854	647
finish	0.7069	34.62	0.4687	647
[logic make-up after synthesis]
group           Yosys count
compound gates          100
xor+xnor                 37
flops                    60
buf+inv                  43
simple gates            218
mux                       6
other cells               1
fa+ha+maj                 9
[synth_stat cells, types with 3 or more instances]
cell | count | area share [%]
or3_1 | 3 | 0.44
and2_1 | 4 | 0.59
ha_1 | 9 | 2.7
nand3b_1 | 4 | 0.71
clkbuf_1 | 3 | 0.27
nor2_2 | 3 | 0.44
nor3b_1 | 5 | 0.89
dfstp_2 | 11 | 6.8
nor2_1 | 37 | 3.3
a31oi_1 | 5 | 0.74
o21ai_0 | 20 | 2.4
a221o_1 | 4 | 0.95
buf_6 | 4 | 1.1
nand2_1 | 44 | 3.9
xor2_1 | 11 | 2.3
nor2b_1 | 12 | 1.8
a22oi_1 | 5 | 0.89
buf_4 | 4 | 0.71
nor3_1 | 16 | 1.9
a211oi_1 | 9 | 1.6
or4_1 | 3 | 0.53
buf_2 | 16 | 1.9
a21oi_1 | 14 | 1.7
inv_1 | 12 | 1.1
dfrtp_1 | 49 | 29
o32ai_1 | 4 | 0.83
o311ai_0 | 3 | 0.62
mux2_2 | 4 | 1.1
nand2b_1 | 14 | 2.1
nand4_1 | 12 | 1.8
nor4_1 | 13 | 1.9
xnor2_1 | 25 | 5.2
and3_1 | 6 | 0.89
nand3_1 | 21 | 2.5
o211a_1 | 3 | 0.71
a32oi_1 | 5 | 1.0
[worst max-delay path: stages]
cell and delay (ns):
clkbuf_16 0.16, clkbuf_16 0.17, inv_1 0.04, clkdlybuf4s50_1 0.44
[routing by layer]
layer | global-route usage, % | vias to the layer above
li1 | - | 1719
met1 | 22.54 | 1749
met2 | 22.09 | 129
met3 | 2.794 | 24
met4 | 4.090 | 0
met5 | 0 | -
Power is estimated from default activity; no workload was simulated.
