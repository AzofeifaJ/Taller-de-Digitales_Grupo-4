**flow/run.sh**
```bash
#!/bin/bash
# OpenROAD 26Q1-2900-gdf79404cd8, Yosys 0.63+post, stock flow scripts
make -C /OpenROAD-flow-scripts/flow DESIGN_CONFIG=/design/flow/config.mk WORK_HOME=/design/flow/orfs finish
```
**flow/config.mk**
```make
export PLATFORM = sky130hd
export DESIGN_NAME = uart
export DESIGN_NICKNAME = uart
export VERILOG_FILES = /design/flow/design.v
export SDC_FILE = /design/flow/constraint.sdc
export NUM_CORES = 4
export LEC_CHECK = 1
export CORE_UTILIZATION = 40
```
**flow/constraint.sdc**
```tcl
current_design uart

set clk_period 2.7
set clk_io_pct 0.2

create_clock -name clk0 -period $clk_period [get_ports {clk}]

set non_clock_inputs [all_inputs -no_clocks]
set_input_delay [expr $clk_period * $clk_io_pct] -clock clk0 $non_clock_inputs
set_output_delay [expr $clk_period * $clk_io_pct] -clock clk0 [all_outputs]
```
**flow/design.v**
```verilog
module uart (
    input wire clk,               
    input wire rst,               
    input wire [7:0] data_tx,     
    input wire tx_start,          
    input wire rx,                
    output wire tx,               
    output wire [7:0] data_rx,    
    output wire tx_busy,          
    output wire rx_done           
);
    uart_tx tx_inst (
        .clk(clk),
        .rst(rst),
        .data_in(data_tx),
        .tx_start(tx_start),
        .tx(tx),
        .tx_busy(tx_busy)
    );
    uart_rx rx_inst (
        .clk(clk),
        .rst(rst),
        .rx(rx),
        .data_out(data_rx),
        .rx_done(rx_done)
    );
endmodule
module uart_rx (
    input wire clk,               
    input wire rst,               
    input wire rx,                
    output reg [7:0] data_out,    
    output reg rx_done            
);
    parameter BAUD_RATE = 9600;
    parameter CLK_FREQ = 27000000;
    localparam BIT_PERIOD = CLK_FREQ / BAUD_RATE;   
    reg [12:0] baud_counter;      
    reg [3:0] bit_index;          
    reg [9:0] rx_shift_reg;       
    reg rx_active;                
    reg [1:0] rx_sync;            
    always @(posedge clk or posedge rst) begin
        if (rst) begin
            rx_done <= 1'b0;
            rx_active <= 1'b0;
            baud_counter <= 0;
            bit_index <= 0;
            rx_sync <= 2'b11;
        end else begin
            rx_sync <= {rx_sync[0], rx};   
            if (!rx_active && !rx_sync[1]) begin
                rx_active <= 1'b1;
                baud_counter <= BIT_PERIOD / 2;   
                bit_index <= 0;
            end else if (rx_active) begin
                if (baud_counter < BIT_PERIOD - 1) begin
                    baud_counter <= baud_counter + 1;
                end else begin
                    baud_counter <= 0;
                    rx_shift_reg <= {rx_sync[1], rx_shift_reg[9:1]};   
                    if (bit_index == 9) begin
                        rx_active <= 1'b0;
                        rx_done <= 1'b1;
                        data_out <= rx_shift_reg[8:1];   
                    end else begin
                        bit_index <= bit_index + 1;
                    end
                end
            end
        end
    end
endmodule
module uart_tx (
    input wire clk,               
    input wire rst,               
    input wire [7:0] data_in,     
    input wire tx_start,          
    output reg tx,                
    output reg tx_busy            
);
    parameter BAUD_RATE = 9600;
    parameter CLK_FREQ = 27000000;
    localparam BIT_PERIOD = CLK_FREQ / BAUD_RATE;   
    reg [12:0] baud_counter;      
    reg [3:0] bit_index;          
    reg [9:0] tx_shift_reg;       
    always @(posedge clk or posedge rst) begin
        if (rst) begin
            tx <= 1'b1;           
            tx_busy <= 1'b0;
            baud_counter <= 0;
            bit_index <= 0;
        end else if (tx_start && !tx_busy) begin
            tx_busy <= 1'b1;
            tx_shift_reg <= {1'b1, data_in, 1'b0};   
            bit_index <= 0;
            baud_counter <= 0;
        end else if (tx_busy) begin
            if (baud_counter < BIT_PERIOD - 1) begin
                baud_counter <= baud_counter + 1;
            end else begin
                baud_counter <= 0;
                tx <= tx_shift_reg[0];       
                tx_shift_reg <= {1'b0, tx_shift_reg[9:1]};   
                bit_index <= bit_index + 1;
                if (bit_index == 9) begin
                    tx_busy <= 1'b0;   
                    tx <= 1'b1;        
                end
            end
        end
    end
endmodule
```
==> flow_metrics.py <==
# Metrics from the implementation run
metrics = {
    "run_status": {
        "status": "complete, no violations",
    },
    "cts": {
        "cts_sinks": 67,
        "htree_levels": 3,
        "hold_buffers": 0,
        "cts_buffers": 9,
        "cts_tree": "built",
        "clockRootBuffer": "clkbuf_8",
        "clock_latency_ns": 0.33,
        "post-cts-setup-buffers": 0,
        "cts-resized-gates": 0,
        "cts_max_path_buffers": 2,
        "clk_pin_slew_ns": 0.07,
    },
    "layout": {
        "areaGrowthSynthToFinish_pct": 18.67,
        "drive_gt1_frac": 0.08761,
    },
    "die": {
        "fp_util": 0.4224,
        "die_x_um": 90.45,
        "io_pins": 23,
        "die_h_um": 90.45,
        "chipArea_um2": 8181,
        "fp-row-count": 31,
        "core-area_um2": 7408,
    },
    "setup_path": {
        "crit_path_start": "rx_inst.baud_counter[8]",
        "reg2reg_depth": 4,
        "r2r-start": "rx_inst.baud_counter[8]",
        "cp_data_required_time_ns": 2.69,
        "r2r_slack_ns": 0.38,
        "timing.rr.end": "rx_inst.rx_shift_reg[8]",
        "crit_type": "register to register",
        "endpoint": "rx_inst.rx_shift_reg[8]",
        "crit_fanout": 20,
        "cp-start-kind": "register",
        "cp-end-kind": "register",
        "crit_arrival_ns": 2.31,
    },
    "synthesis": {
        "syn_area_per_cell_um2": 10.50,
        "yosys_area_um2": 3129,
        "synth_top_area_share": 0.2959,
        "ys_seq_elements": 67,
        "ys_cells": 298,
        "top_cells_by_area": "dfrtp_1 30%, edfxtp_1 26%, nand2_1 6.5%",
        "top_area_cell": "dfrtp_1",
        "mappedNetlistArea_um2": 3129,
        "synthCells": 298,
        "synth_cell_types": 46,
        "synth_seq_share": 0.5802,
        "ys_warn_count": 2,
    },
    "final_timing": {
        "hold_viol": 0,
        "skew_ns": 0.006843,
        "drv_slew": 0,
        "worstMarginPinSlew_ns": 0.8170,
        "fin_crit_sh": 0.8580,
        "setup_viol": 0,
        "period_needed_ns": 2.317,
        "slew_headroom": 0.4542,
        "rsz0062_at_grt": "false",
        "clock.fmax_mhz": 431.7,
        "timing.hold.ws_ns": 0.3588,
        "finalSetupTns_ns": 0,
    },
    "place": {
        "gp_congestion": 0.8935,
        "io_buffers": 22,
        "dp.final_hpwl_mm": 3.844,
    },
    "global_route": {
        "grt_max_degree": 28,
        "track_usage": 0.1557,
        "grt_antenna_before_repair": 0,
        "overflow": 0,
        "grt_pass1_wl_mm": 9.970,
        "grt_pass1_vias": 2112,
    },
    "route": {
        "n_antenna_cell": 0,
        "num_vias": 2202,
        "post-route-drc-count": 0,
        "wire_per_inst_um": 13.26,
        "dr.first_iter.drc_count": 89,
        "viasPerCell": 5.121,
        "ant_nets": 0,
        "wirelength_mm": 5.700,
        "first_pass_iters": 4,
    },
    "min_path": {
        "hold_path_class": "register to register",
    },
    "flow_run": {
        "maxCapViolCount": 0,
        "tool_warnings": 27,
    },
    "power": {
        "power_per_cell_area_nw_per_um2": 639.9,
        "ir_drop_uv": 282.4,
        "power.leakage_uw": 0.001508,
    },
}
## Yosys cell counts, drive strengths merged
library cell	count
nand2	54
dfrtp	37
edfxtp	27
a21oi	21
nand3	16
nor2	16
clkbuf	10
o21ai	10
inv	9
nand2b	9
nand4	8
ha	6
xnor2	6
mux2i	5
a31oi	4
and2	4
and3	4
or3	4
a21o	3
dfstp	3
nand3b	3
nand4b	3
nor3	3
o211ai	3
o22ai	3
o311ai	3
a2bb2oi	2
a32oi	2
and4	2
buf	2
nor2b	2
nor4	2
xor2	2
a2111o	1
a21bo	1
a32o	1
clkinv	1
nor3b	1
nor4b	1
o21a	1
o31a	1
or4	1
or4b	1
## how the worst min path moves through the flow
| stage | slack [ns] | to | cells after the start | start |
|---|---|---|---|---|
| after CTS | 0.36 | rx_inst.rx_sync[1] | 0 | rx_inst.rx_sync[0] |
| final | 0.36 | rx_inst.rx_sync[1] | 0 | rx_inst.rx_sync[0] |
| after global routing | 0.37 | rx_inst.rx_sync[1] | 0 | rx_inst.rx_sync[0] |
## cell type report
cell class / count / area (µm²)
clock buffer: 10 / 127.6
clock inverter: 6 / 113.9
fill: 644 / 3695
inverter: 10 / 37.54
multi-input combinational: 209 / 1222
sequential: 67 / 1815
tap: 99 / 123.9
timing repair buffer: 29 / 272.8
## worst max-delay path: stages, from the launching register on
cell      delay, ns
dfrtp_1        0.45
nand4b_1       0.22
or4b_4         0.67
nand2_1        0.20
and3_1         0.43
## cells by family (layout without fill, tap and decap cells)
logic type,Yosys count,after routing,share of synthesized area
AND/OR/NAND/NOR,134,134,0.2143
flip-flops,67,67,0.5802
AND-OR/OR-AND,56,56,0.1140
buffers and inverters,22,55,0.02919
XOR/XNOR,8,8,0.02239
adder cells (fa/ha/maj),6,6,0.02399
multiplexers,5,5,0.01599
## layout by cell type (no fill, tap or decap), drive strengths merged, types with 4 or more instances in the layout
master	n
nand2b	9
and3	4
mux2i	5
a31oi	4
nand2	54
nor2	16
buf	7
or3	4
o21ai	10
edfxtp	27
nand4	8
a21oi	21
clkdlybuf4s50	22
xnor2	6
ha	6
nand3	16
and2	4
dfrtp	37
clkbuf	10
inv	9
## routing by layer
| layer | GRT usage | up-vias | part of all wire |
|---|---|---|---|
| met4 | 0.02823 | 0 | 0.012 |
| met1 | 0.2694 | 1019 | 0.54 |
| met2 | 0.2144 | 40 | 0.41 |
| li1 | - | 1137 | - |
| met3 | 0.03675 | 6 | 0.039 |
| met5 | 0 | - | 0 |
## through the flow
stage	utilization	instances	worst slack, ns	cell area [µm²]	total power, µW
after floorplan	-	298	0.4730	3129	1339
after global placement	0.4687	414	0.4499	3472	1398
after detailed placement	0.4687	414	0.4054	3472	1402
after CTS	0.5013	430	0.3801	3714	2405
after global routing	0.5013	430	0.2141	3714	2493
final	0.5013	430	0.3833	3714	2376
## report_power, final
part           internal (µW)  switching, µW
clock                    615            380
combinational           93.3           86.9
sequential              1120           86.5
Power and IR drop assume default switching activity.
