==> design.v <==
`timescale 1ns / 1ps
module ALU#(
    parameter bits = 16  
)(
    input logic [bits-1:0] ALUA,  
    input logic [bits-1:0] ALUB,  
    input logic ALUFlagIn,   
    input logic [3:0] ALUControl,  
    output logic ALUFlags,  
    output logic [bits-1:0] ALUResult  
);
    logic [bits-1:0] derecha; 
    logic [bits-1:0] izquierda;
    logic carry_out_suma;
    logic carry_out_resta;
    assign derecha = {ALUFlagIn, ALUA[bits-1:1]};
    assign izquierda = {ALUA[bits-2:0], ALUFlagIn};
    always @(*) begin
        case(ALUControl)
            4'h0:  
                ALUResult = ALUA & ALUB; 
            4'h1:  
                ALUResult = ALUA | ALUB;
            4'h2:  
                {carry_out_suma, ALUResult} = ALUA + ALUB + ALUFlagIn; 
            4'h3:  
                {carry_out_suma, ALUResult} = ALUA + 1;
            4'h4:  
                {carry_out_resta, ALUResult} = ALUA - 1;
            4'h5:  
                ALUResult = ~ALUA;
            4'h6:  
                {carry_out_resta, ALUResult} = ALUA - (ALUB + ALUFlagIn);
            4'h7:  
                ALUResult = ALUA ^ ALUB;
            4'h8:  
                ALUResult = izquierda;
            4'h9:  
                ALUResult = derecha;
            default: 
                ALUResult = 0;  
        endcase
    end
    always @(*) begin
        case(ALUControl)
            4'h2, 4'h3:  
                ALUFlags = carry_out_suma;  
            4'h4, 4'h6:  
                ALUFlags = carry_out_resta;  
            default:
                ALUFlags = 0;  
        endcase
    end
endmodule
==> run.sh <==
#!/bin/bash
# OpenROAD 26Q1-2900-gdf79404cd8, Yosys 0.63+post, stock flow scripts
make -C /OpenROAD-flow-scripts/flow DESIGN_CONFIG=/design/flow/config.mk WORK_HOME=/design/flow/orfs finish
==> config.mk <==
export PLATFORM = sky130hd
export DESIGN_NAME = ALU
export DESIGN_NICKNAME = ALU
export VERILOG_FILES = /design/flow/design.v
export SDC_FILE = /design/flow/constraint.sdc
export NUM_CORES = 4
export LEC_CHECK = 1
export CORE_UTILIZATION = 40
==> constraint.sdc <==
current_design ALU

set clk_period 7.8
set clk_io_pct 0.2

create_clock -name clk0 -period $clk_period

set non_clock_inputs [all_inputs -no_clocks]
set_input_delay [expr $clk_period * $clk_io_pct] -clock clk0 $non_clock_inputs
set_output_delay [expr $clk_period * $clk_io_pct] -clock clk0 [all_outputs]
==> results_slide.txt <==
Key Metrics from the Run

Synth
  • EDFF count, synth: 0
  • Adder Area Share: a little under a quarter
  • Async set-reset flop share out of synthesis: 0%
  • Cells after synthesis: ~570
  • Xor/xnor share: a little under a tenth
  • Mapped cell area: between 3000 and 4000 µm²
  • Synth flops: 2
  • Synth warn: 1
  • Avg Inst Size Synth: about 6.7 µm²
  • Main synth FF type: dlxtn_1
  • Simple Share, Synth: 23.6%
  • AO/OA Area Share: about 30%
  • YS chip area: approximately 3800 µm²
  • Yosys cell count: between 500 and 600
  • Main kind of combinational logic by area: AND-OR/OR-AND gates
  • Post-synthesis mux area share: 3.49%
  • Distinct lib cells used: slightly below 60

Floorplanning
  • Die Y: a little under 100 µm
  • Core area: between 9000 and 10000 µm²
  • FP Core Util: just over 40%
  • Horiz. Die Dim: about 99 µm
  • Ports: ~54
  • Die ar.: about 10000 µm²
  • Cell Rows: 35

Timing
  • Setup_tns: 0 ps
  • Register pins left without a clock: 2
  • Fmax: 147 MHz
  • Final WS setup: 1020 ps
  • Fin. max-slew vios: 0
  • Slew headroom: 42.9%
  • Min cycle time layout: 6780 ps
  • Endpoints left unconstrained: 2
  • Hold WS: 4200 ps
  • Cycle use final: between 80% and 90%
  • Final hold violation count: 0
  • Slew @ Worst Pin: around 850 ps
  • Final setup viols: 0
  • RSZ-0062 raised after global routing: no

Worst setup path
  • Critical path cell sequence: clkdlybuf4s50_1, inv_1, ha_1, ha_1, nand2_1, a21oi_1, o21ai_0, or4_1, a21oi_1, nor4_1, o21ai_1, clkdlybuf4s50_1
  • Startpoint types: input pin
  • Crit-path max FO: 11
  • CP Class: in2out
  • Critical path arrival: ~5200 ps
  • Crit path required time: approximately 6200 ps
  • Crit path largest cell delay: approximately 760 ps
  • Crit-path slowest cell: clkdlybuf4s50_1
  • Top delay family on crit path: buffers and inverters
  • CP endpoint kind: output port
  • CP bufs+invs: 3

Detailed routing
  • Antenna Violating Nets Remaining: 0
  • # DRC: 0
  • Routed wire per std cell: 19.8 µm
  • Final WL: about 14000 µm
  • Total number of vias: around 4300
  • Starting DRT DRC Count: 325
  • Diodes inserted: 0
  • Vias/cell: just over 6
  • Total iterations of the first detailed-routing run: 5

Place
  • IO buf count: between 50 and 60
  • GPL Wtd Cong: 0.987
  • HPWL after DPL: 11100 µm
  • Dpl ws: around 1000 ps

Finish
  • Most instantiated logic cells after routing: 64 x ha_1, 58 x inv_1, 54 x clkdlybuf4s50_1, 47 x a21oi_1, 46 x nand2_1
  • Layout cell share with drive strength beyond 1: about 3.4%
  • Most numerous logic cell after layout: ha_1
  • Area Overhead vs Synth: 16.0%
  • Final core utilization: a little under half

Clock tree
  • Setup repair bufs after CTS: 0
  • Post-cts resize count: 0
  • Hold buffer count at CTS: 0

Run
  • Max cap viols: 0
  • OpenROAD warnings: 65

Global routing
  • Largest net degree at the start of global routing: 28
  • Congestion Overflow GR: 0
  • First-pass GRT wire length: ~22000 µm
  • Vias in the first global route: 4021
  • Overall routing resource usage: a little under 30%
  • Initial antenna violation count: 0

Status
  • Run status: finished clean

Power and ir drop
  • Power Total: roughly 330 µW
  • Static leakage: 0.00181 µW
  • P per Cell Area: 74.3 nW/µm²
  • Maximum vdd drop: 0.0000442 V

Hold path
  • Class of the worst hold path: in2out
power breakdown:
group          leakage [µW]  internal, µW  switching (µW)
registers         0.0000156          1.22           0.172
logic               0.00179           140             185
clock network             0             0               0
stage by stage:
| stage | std cells | instance area, µm² |
|---|---|---|
| after floorplan | 567 | 3790 |
| after global placement | 708 | 4400 |
| after detailed placement | 708 | 4400 |
| after CTS | 708 | 4400 |
| after global routing | 708 | 4400 |
| final | 708 | 4400 |
state kept, by name, summed over array words and instances (netlist names):
signal	flops
carry_out_suma	1
carry_out_resta	1
cell usage after synthesis (3+ instances only):
cell      instances  area [µm²]
a21o_1            6        45.0
or2_2             3        18.8
a21oi_1          47         235
inv_1            58         218
nor2b_1           5        31.3
fa_1              4        80.1
mux2i_1          11         110
nand3_1          23         115
or3_1             3        18.8
o211ai_1         13        97.6
a211oi_1          9        67.6
o221ai_1          7        61.3
a221oi_1          8        70.1
xnor2_1          33         289
nand2b_1          6        37.5
nand2_1          46         173
xor2_1            7        61.3
and3_1            4        25.0
o22ai_1          13        81.3
nor4_1            3        18.8
nor3b_1           4        30.0
clkbuf_1         26        97.6
nor2_1           42         158
ha_1             64         801
nor4b_1           3        26.3
o32ai_1           3        26.3
a22oi_1          13        97.6
nand4_1           7        43.8
o21ai_0          31         155
a31oi_1           6        37.5
nor3_1           18        90.1
kinds of logic after synthesis:
group / Yosys count
AOI/OAI and AO/OA: 176
xor gates and xnor gates: 40
adders and majority gates: 68
buffers and inverters: 91
latches: 2
muxes: 12
and+or+nand+nor: 178
final cells by class:
class                   instances  area (µm²)
fillers                       950        4800
inverters                      59         221
multi-input cells             474        3410
flip-flops and latches          2        30.0
well taps                     111         139
repair buffers                 62         601
layer usage:
metal | part of all wire [%] | vias up | wire [µm] | GRT usage [%]
met5 | 0 | - | 0 | 2.56
met4 | 1.1 | 0 | 160 | 3.62
met3 | 10 | 14 | 1450 | 8.72
met2 | 41 | 221 | 5770 | 42.7
met1 | 47 | 1987 | 6660 | 42.9
li1 | - | 2120 | - | -
worst paths after layout:
| kind | startpoint | end | slack (ps) | cells after the start |
|---|---|---|---|---|
| hold / removal | ALUFlagIn | ALUResult[0] | 4200 | 4 |
| setup / recovery | ALUA[4] | ALUResult[14] | 1020 | 12 |
No activity file was given, so power comes from the tool's default toggle rates.
